==> flow/design.v <==
`timescale 1ns/1ns
module Cache(clk, reset_n, readM1, address1, data1, readM2, writeM2, address2, data2,
 finish,access_num,hit_num, readM1_mem,readM2_mem, writeM2_mem,data1_mem,write_data, data2_mem, evict1,evict2, finish_mem);
	input clk;
	wire clk;
	input reset_n;
	wire reset_n;
	input readM1;
	wire readM1;
	input [16-1:0] address1;
	wire [16-1:0] address1;
	output [16-1:0] data1;
	reg [16-1:0] data1;
	input readM2;
	wire readM2;
	input writeM2;
	wire writeM2;
	input [16-1:0] address2;
	wire [16-1:0] address2;
	inout [16-1:0] data2;
	wire [16-1:0] data2;
	output finish;
	reg finish;
	output [16-1:0] access_num;
	reg [16-1:0] access_num;
	output [16-1:0] hit_num;
	reg [16-1:0] hit_num;
	output [16-1:0] write_data;
	reg [16-1:0] write_data;
	input [16*4-1:0] data1_mem;
	wire [16*4-1:0] data1_mem;
	input [16*4-1:0] data2_mem;
	wire [16*4-1:0] data2_mem;
	input finish_mem;
	wire finish_mem;
	reg [77-1:0] cache [0:8-1];
	reg [16-1:0] outputData2;
	output [77-1:0] evict1;
	reg [77-1:0] evict1;
	output [77-1:0] evict2;
	reg [77-1:0] evict2;
	output readM1_mem;
	reg readM1_mem;
	output readM2_mem;
	reg readM2_mem;
	output writeM2_mem;
	reg writeM2_mem;
	wire I_hit;
	wire D_hit;
	assign data2 = readM2? outputData2:16'bz;
	assign I_hit = (address1[15:5] == cache[address1[4:2]][76:66]) && cache[address1[4:2]][65];
	assign D_hit = (address2[15:5] == cache[address2[4:2]][76:66]) && cache[address2[4:2]][65];
	always@(posedge clk)
		if(!reset_n)
			begin
				access_num <= 16'b0;
				hit_num <=16'b0;
				finish <= 1'b1;
				cache[0] = 77'b0;
				cache[1] = 77'b0;
				cache[2] = 77'b0;
				cache[3] = 77'b0;
				cache[4] = 77'b0;
				cache[5] = 77'b0;
				cache[6] = 77'b0;
				cache[7] = 77'b0;
			end
		else
			begin
				if(I_hit && (D_hit || !(readM2 || writeM2))) begin 
					hit_num <= hit_num +1;
					access_num <= access_num + 1;
					if(readM1) begin
						if(writeM2 && address1==address2) begin
							data1 <= data2;
						end
						else begin
							case(address1[1:0])
								2'b00 : data1 <= cache[address1[4:2]][15:0];
								2'b01 : data1 <= cache[address1[4:2]][31:16];
								2'b10 : data1 <= cache[address1[4:2]][47:32];
								2'b11 : data1 <= cache[address1[4:2]][63:48];
							endcase
						end
					end
					if(readM2) begin
						case(address2[1:0])
							2'b00 : outputData2 <= cache[address2[4:2]][15:0];
							2'b01 : outputData2 <= cache[address2[4:2]][31:16];
							2'b10 : outputData2 <= cache[address2[4:2]][47:32];
							2'b11 : outputData2 <= cache[address2[4:2]][63:48];
						endcase
					end
					if(writeM2) begin
						case(address2[1:0])
							2'b00 : cache[address2[4:2]][15:0] <= data2;
							2'b01 : cache[address2[4:2]][31:16] <= data2;
							2'b10 : cache[address2[4:2]][47:32] <= data2;
							2'b11 : cache[address2[4:2]][63:48] <= data2;
						endcase
						cache[address2[4:2]][64] =1'b1;
					end
					finish <= 1'b1;
				end
				else if(finish) begin 
					access_num <= access_num + 1;
					evict1 <= cache[address1[4:2]];
					evict2 <= cache[address2[4:2]];
					write_data <= data2;
					readM1_mem <= readM1;
					readM2_mem <= readM2;
					writeM2_mem <= writeM2 && !D_hit;
					if(writeM2 && D_hit) begin
						case(address2[1:0])
							2'b00 : cache[address2[4:2]][15:0] <= data2;
							2'b01 : cache[address2[4:2]][31:16] <= data2;
							2'b10 : cache[address2[4:2]][47:32] <= data2;
							2'b11 : cache[address2[4:2]][63:48] <= data2;
						endcase
						cache[address2[4:2]][64] = 1'b1;
					end
					finish <= 1'b0;
				end
				else if(finish_mem) begin 
					cache[address1[4:2]] <= {address1[15:5],1'b1,1'b0,data1_mem};
					if(address1[4:2] != address2[4:2]) begin
						cache[address2[4:2]] <= {address2[15:5],1'b1,1'b0,data2_mem};
					end
					readM1_mem <= 1'b0;
					readM2_mem <= 1'b0;
					writeM2_mem <= 1'b0;
					finish <= 1'b1;
					if(readM1) begin
						if(writeM2 & address1==address2) begin
							data1 <= write_data;
						end
						else begin
							case(address1[1:0])
								2'b00 : data1 <= data1_mem[15:0];
								2'b01 : data1 <= data1_mem[31:16];
								2'b10 : data1 <= data1_mem[47:32];
								2'b11 : data1 <= data1_mem[63:48];
							endcase
						end
					end
					if(readM2) begin 
						case(address2[1:0])
							2'b00 : outputData2 <= data2_mem[15:0];
							2'b01 : outputData2 <= data2_mem[31:16];
							2'b10 : outputData2 <= data2_mem[47:32];
							2'b11 : outputData2 <= data2_mem[63:48];
						endcase
					end	
				end
			end
endmodule
==> flow/run.sh <==
#!/bin/bash
# OpenROAD 26Q1-2900-gdf79404cd8, Yosys 0.63+post, stock flow scripts
make -C /OpenROAD-flow-scripts/flow DESIGN_CONFIG=/design/flow/config.mk WORK_HOME=/design/flow/orfs finish
==> flow/config.mk <==
export PLATFORM = sky130hd
export DESIGN_NAME = Cache
export DESIGN_NICKNAME = Cache
export VERILOG_FILES = /design/flow/design.v
export SDC_FILE = /design/flow/constraint.sdc
export NUM_CORES = 4
export LEC_CHECK = 1
export CORE_UTILIZATION = 40
==> flow/constraint.sdc <==
current_design Cache

set clk_period 147.9
set clk_io_pct 0.2

create_clock -name clk0 -period $clk_period [get_ports {clk}]

set non_clock_inputs [all_inputs -no_clocks]
set_input_delay [expr $clk_period * $clk_io_pct] -clock clk0 $non_clock_inputs
set_output_delay [expr $clk_period * $clk_io_pct] -clock clk0 [all_outputs]
==> impl_metrics.env <==
# yosys + openroad results
export IMPL_async_flop_share_pct=0
export IMPL_cts_htree_levels=3
export IMPL_xor_area_share_pct=0.314
export IMPL_synthesis_yosys_warnings=3
export IMPL_aoi_share_pct=29.2
export IMPL_fp_dieW_um=393
export IMPL_mux_cell_area_share_after_synthesis_pct=16.5
export IMPL_cts_post_setup_buffers_inserted=0
export IMPL_synth_yosys_num_cells=7584
export IMPL_postSynth_topFlopCell="dfxtp_1"
export IMPL_num_io_pins=404
export IMPL_status="aborted with a tool error"
export IMPL_synth_chip_area_mm2=0.0613
export IMPL_placementRows=143
export IMPL_ys_sh_simple_pct=15.6
export IMPL_synth_area_per_cell_um2=8.08
export IMPL_cts_repair_resize_count=0
export IMPL_error_line="[error] [KeplerFormal.cpp:679] Workflow failed: Iso has multiple drivers: .data213, data2[13]$_DFFE_PP_.Q0"
export IMPL_haltStage="clock tree synthesis (4_1_cts)"
export IMPL_cts_max_path_buffers=3
export IMPL_number_of_buffers_added_by_the_clock_tree_synthesis_step=107
export IMPL_mappedNetlistArea_mm2=0.0613
export IMPL_post_dp_hpwl_mm=235
export IMPL_floorplan_utilization_pct=40.3
export IMPL_dieHeight_um=393
export IMPL_port_buffers=387
export IMPL_cts_root_buffer_cell="clkbuf_16"
export IMPL_synthAdderAreaFrac_pct=0.0408
export IMPL_yosys_stat_seqShare_pct=31.3
export IMPL_synth_cells=7584
export IMPL_gpl_final_weighted_congestion=1.09
export IMPL_synth_lib_cells_used_distinct=85
export IMPL_yosys_dominant_comb_family="AND-OR/OR-AND gates"
export IMPL_edf_count=205
export IMPL_postSynthRegisterBits=854
export IMPL_post_dp_cell_area_mm2=0.0668
export IMPL_ctsHoldBuffers=0
export IMPL_numClockSinks=854
[logic make-up after synthesis]
group	after synthesis
compound gates	2463
mux	866
buf+inv	1037
xor+xnor	22
flops	854
simple gates	2340
fa+ha+maj	2
[cells in the mapped netlist, drive strengths merged (19+ instances only)]
cell | instances | area share [%]
nand2 | 1239 | 7.6
a21oi | 1227 | 10
nor2 | 796 | 4.9
mux2i | 657 | 11
dfxtp | 649 | 21
o221a | 606 | 11
clkbuf | 569 | 3.5
buf | 386 | 3.0
edfxtp | 205 | 10
o21ai | 118 | 0.96
mux4 | 106 | 3.9
mux2 | 103 | 1.9
nand2b | 86 | 0.88
inv | 72 | 0.44
a211oi | 68 | 1.1
o22a | 68 | 0.97
o22ai | 61 | 0.62
a221oi | 57 | 0.81
a22oi | 47 | 0.58
o221ai | 44 | 0.63
nor2b | 38 | 0.39
nor3 | 28 | 0.24
nand3 | 25 | 0.20
and3 | 22 | 0.22
or3 | 21 | 0.21
a221o | 20 | 0.33
a22o | 20 | 0.29
and2 | 19 | 0.19
[stage by stage]
step                      std cells  worst slack, ps  hold slack [ps]  utilization [%]
after floorplan                7584           111370              433                -
after global placement         9379           110710              460             44.0
after detailed placement       9379           110680              469             44.0
